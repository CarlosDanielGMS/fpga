<file path="./design.v">
module ula_74181
(
    input logic [3:0] a, b, s,
    input logic m, c_in,
    output logic [3:0] f,
    output logic a_eq_b, c_out
);
logic [4:0] full_calc;
always @(*)
    begin
        if (m)
            begin
                case (s)
                    4'b0000: f = ~a;
                    4'b0001: f = ~(a | b);
                    4'b0010: f = ~a & b;
                    4'b0011: f = 4'b0000;
                    4'b0100: f = ~a & ~b;
                    4'b0101: f = ~b;
                    4'b0110: f = a ^ b;
                    4'b0111: f = a & ~b;
                    4'b1000: f = ~a | b;
                    4'b1001: f = ~(a ^ b);
                    4'b1010: f = b;
                    4'b1011: f = a & b;
                    4'b1100: f = 4'b1111;
                    4'b1101: f = a | ~b;
                    4'b1110: f = a | b;
                    4'b1111: f = a;
                    default: f = 4'b0000;
                endcase
                full_calc = f;
                c_out = full_calc[4];
            end
        else if (c_in)
            begin
                case (s)
                    4'b0000: full_calc = a;
                    4'b0001: full_calc = a | b;
                    4'b0010: full_calc = a | ~b;
                    4'b0011: full_calc = 5'b11111;
                    4'b0100: full_calc = a + a & ~b;
                    4'b0101: full_calc = (a | b) + (a & ~b);
                    4'b0110: full_calc = a - b - 1;
                    4'b0111: full_calc = (a & (~b)) - 1;
                    4'b1000: full_calc = a + (a & b);
                    4'b1001: full_calc = a + b;
                    4'b1010: full_calc = a | ~b + (a & b);
                    4'b1011: full_calc = (a & b) - 1;
                    4'b1100: full_calc = a + a;
                    4'b1101: full_calc = (a | b) + a;
                    4'b1110: full_calc = (a | ~b) + a;
                    4'b1111: full_calc = a - 1;
                    default: full_calc = 5'b00000;
                endcase
                f = full_calc[3:0];
                c_out = full_calc[4];
            end
        else
            begin
                case (s)
                    4'b0000: full_calc = a + 1;
                    4'b0001: full_calc = (a | b) + 1;
                    4'b0010: full_calc = (a | ~b) + 1;
                    4'b0011: full_calc = 5'b00000;
                    4'b0100: full_calc = (a + (a & ~b)) + 1;
                    4'b0101: full_calc = ((a | b) + (a & ~b)) + 1;
                    4'b0110: full_calc = (a - b);
                    4'b0111: full_calc = (a & ~b);
                    4'b1000: full_calc = (a + (a & b)) + 1;
                    4'b1001: full_calc = (a + b) + 1;
                    4'b1010: full_calc = ((a | ~b) + (a & b)) + 1;
                    4'b1011: full_calc = (a & b);
                    4'b1100: full_calc = (a + a) + 1;
                    4'b1101: full_calc = ((a | b) + a) + 1;
                    4'b1110: full_calc = ((a | ~b) + a) + 1;
                    4'b1111: full_calc = a;
                    default: full_calc = 5'b00000;
                endcase
                f = full_calc[3:0];
                c_out = full_calc[4];
            end
        a_eq_b = (a == b) ? 1'b1 : 1'b0;
    end
endmodule
module ula_8_bits (
    input logic [7:0] a, b,
    input logic [3:0] s,
    input logic m, c_in,
    output logic [7:0] f,
    output logic a_eq_b, c_out
);
logic [3:0] f_highest, f_lowest;
logic c_mid;
ula_74181 ula_highest (
    .a(a[7:4]),
    .b(b[7:4]),
    .s(s),
    .m(m),
    .c_in(c_mid),
    .f(f_highest),
    .a_eq_b(),
    .c_out(c_out)
);
ula_74181 ula_lowest (
    .a(a[3:0]),
    .b(b[3:0]),
    .s(s), .m(m),
    .c_in(c_in),
    .f(f_lowest),
    .a_eq_b(),
    .c_out(c_mid)
);
assign f = {f_highest, f_lowest};
assign a_eq_b = (a == b);
endmodule
</file>
<file path="./run.sh">
#!/bin/bash
# OpenROAD 26Q1-2900-gdf79404cd8, Yosys 0.63+post, stock flow scripts
make -C /OpenROAD-flow-scripts/flow DESIGN_CONFIG=/design/flow/config.mk WORK_HOME=/design/flow/orfs finish
</file>
<file path="./config.mk">
export PLATFORM = sky130hd
export DESIGN_NAME = ula_8_bits
export DESIGN_NICKNAME = ula_8_bits
export VERILOG_FILES = /design/flow/design.v
export SDC_FILE = /design/flow/constraint.sdc
export NUM_CORES = 4
export LEC_CHECK = 1
export CORE_UTILIZATION = 40
</file>
<file path="./constraint.sdc">
current_design ula_8_bits

set clk_period 11.8
set clk_io_pct 0.2

create_clock -name clk0 -period $clk_period

set non_clock_inputs [all_inputs -no_clocks]
set_input_delay [expr $clk_period * $clk_io_pct] -clock clk0 $non_clock_inputs
set_output_delay [expr $clk_period * $clk_io_pct] -clock clk0 [all_outputs]
</file>
==> Changelog: implementation <==
### Metrics

* CP Cell Sequence: clkdlybuf4s50_1, buf_4, nor2b_1, nand2_1, o22ai_1, a221oi_1, ha_1, a21o_1, a21oi_1, o21ai_0, nor3b_1, o31ai_1, a31oi_4, o211ai_1, nor3b_1, clkdlybuf4s50_1
* Antenna diode count at 0
* Hold_buf cts at 0
* Worst slew margin at 0.454
* Adder-cell share of the synthesized area at 0.202
* Min-Delay Path Class: input pin to output port
* Pins Over Slew Limit at 0
* Layout fillers at 1639
* FMAX at 103 MHz
* Lkg Pwr at 2.74 nW
* Final ANT Viol Nets at 0
* Post-route setup TNS at 0 ns
* Total number of vias at 7731
* Top comb family, area: AND-OR/OR-AND gates
* Critical Path Stages at 16
* Area grow syn2layout at 6.65%
* CP max-delay cell: nand2_1
* Status: completed
* Unrepaired setup endpoints after global routing: false
* P per Cell Area at 47.2 nW/um^2
* CP Max Fanout at 46
* Initial antenna violation count at 1
* Clock buf count at 0
* Vias in the first global route at 7320
* Tot GR Track Use at 0.387
* Register area share after synthesis at 0
* Crit path DRT at 9.44 ns
* Placement row count at 45
* Syn Area/Cell at 6.80 um^2
* Simple-Gate Fraction of Synth Area at 0.218
* Post_cts resized at 0
* FF+latch area at 0 um^2
* Crit end category: output port
* Most numerous logic cells after layout: ha_1 (90), a21oi_1 (84), nor2_1 (83), o21ai_0 (66), nand2_1 (60)
* Yosys warning tally at 1
* Final hold violation count at 0
* Chip area at 16600 um^2
* Tool warning count at 77
* Global-route wire length before repair at 46500 um
* Peak supply drop at 0.0201 mV
* Global route overflow at 0
* Registers at 0
* Yosys xor share at 0.119
* PortBufs at 32
* Synth Cell Area at 6420 um^2
* Cell variety after synth at 73
* Setup-failing EPs final at 0
* Fp util at 0.416
* Crit Path Class: input pin to output port
* Worst Path Buf+Inv at 3
* Layout cells sized above 1 at 0.0585
* Post-Route WL at 31100 um
* Die Y at 129 um
* Max_cap viols at 0
* Min Clock Period, post-route at 9.67 ns
* Number of remaining DRC errors at 0
* Post-DP HPWL at 22700 um
* AND-OR/OR-AND share of the synthesized area at 0.337
* Slowest stage delay, CP at 0.59 ns
* Synth mux share at 0.0404
* WL per Instance at 27.4 um
* Crit path max-delay family: AND-OR/OR-AND gates
* I/O pin count at 32
* WP data arrival at 7.31 ns
* Pin count of the biggest net entering global routing at 52
* Pre-antenna DRT Iters at 6
* Worst Setup Start Kind: input pin
* Total power at 323 uW
* Setup Fix Bufs, Post-CTS at 0
* Starting DRT DRC Count at 1174
* # Cells Yosys at 944
* Syn Inst Count at 944
* Area reported by Yosys stat at 6420 um^2
* Vias per inst at 6.82
* Die W at 129 um
* Worst Tran Pin Value at 0.814 ns
* Hold_ws at 5.79 ns
* Final Cycle Share at 0.819
* Dominant logic cell type in the layout: ha_1
* Core ar. at 15400 um^2
* Hold depth at 5
* Final GP Congestion at 1.06
==> worst paths after layout <==
path | startpoint | to | slack (ns)
setup / recovery | s[0] | c_out | 2.13
hold / removal | s[3] | f[0] | 5.79
==> power breakdown <==
group	switching, mW	internal, mW	leakage, nW	total (mW)
Combinational	0.200	0.123	2.74	0.323
Sequential	0	0	0	0
Clock	0	0	0	0
Total	0.200	0.123	2.74	0.323
==> synth_stat cells, types with 9 or more instances <==
library cell | count | area share
buf_2 | 17 | 0.013
o22ai_1 | 25 | 0.024
inv_1 | 45 | 0.026
nor4_1 | 9 | 0.0088
nand2b_1 | 14 | 0.014
a211oi_1 | 12 | 0.014
nor2b_1 | 14 | 0.014
a21oi_1 | 84 | 0.065
nor2_1 | 83 | 0.049
xor2_1 | 38 | 0.052
nand3_1 | 14 | 0.011
xnor2_1 | 49 | 0.067
a21o_1 | 13 | 0.015
o221ai_1 | 14 | 0.019
a221oi_1 | 18 | 0.025
clkbuf_1 | 54 | 0.032
ha_1 | 90 | 0.18
a22oi_1 | 13 | 0.015
nand2_1 | 60 | 0.035
o21ai_0 | 66 | 0.051
nor3_1 | 37 | 0.029
mux2i_1 | 18 | 0.028
==> per-layer routing <==
| layer | vias to the layer above | track usage | share of wire |
|---|---|---|---|
| met2 | 594 | 0.556 | 0.41 |
| met1 | 3580 | 0.552 | 0.41 |
| met4 | 2 | 0.127 | 0.039 |
| met3 | 114 | 0.114 | 0.14 |
| met5 | - | 0 | 0.00042 |
| li1 | 3441 | - | - |
==> per-stage QoR <==
stage          utilization  instances  cell area, um^2  setup WS [ns]
2_1_floorplan            -        944             6420           3.79
3_3_place_gp         0.444       1134             6850           2.34
3_5_place_dp         0.444       1134             6850           2.27
4_1_cts              0.444       1134             6850           2.26
5_1_grt              0.444       1134             6850           1.88
6_report             0.444       1134             6850           2.13
==> cell families after synthesis <==
kind of cell               Yosys count
adders and majority gates           99
and+or+nand+nor                    279
buffers and inverters              128
xor gates and xnor gates            87
AOI/OAI and AO/OA                  326
muxes                               25
==> final cells by class <==
type	instances	area [um^2]	share of cell area
Tap cell	211	264	0.0386
Multi-Input combinational cell	816	5880	0.860
Timing Repair Buffer	60	520	0.0760
Inverter	47	176	0.0258
No activity file was given, so power comes from the tool's default toggle rates.
