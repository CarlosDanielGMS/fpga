**flow/config.mk**
```make
export PLATFORM = sky130hd
export DESIGN_NAME = shift_add_multiplier
export DESIGN_NICKNAME = shift_add_multiplier
export VERILOG_FILES = /design/flow/design.v
export SDC_FILE = /design/flow/constraint.sdc
export NUM_CORES = 4
export LEC_CHECK = 1
export CORE_UTILIZATION = 50
```
**flow/constraint.sdc**
```tcl
current_design shift_add_multiplier

set clk_period 2.5
set clk_io_pct 0.2

create_clock -name clk0 -period $clk_period [get_ports {clk}]

set non_clock_inputs [all_inputs -no_clocks]
set_input_delay [expr $clk_period * $clk_io_pct] -clock clk0 $non_clock_inputs
set_output_delay [expr $clk_period * $clk_io_pct] -clock clk0 [all_outputs]
```
**flow/design.v**
```verilog
module alu_74181
(
    input logic [3:0] a, b, s,
    input logic m, c_in,
    output logic [3:0] f,
    output logic a_eq_b, c_out
);
logic [4:0] full_calc;
always_comb
begin
    if (m)
    begin
        case (s)
            4'b0000: f = ~a;
            4'b0001: f = ~(a | b);
            4'b0010: f = ~a & b;
            4'b0011: f = 4'b0000;
            4'b0100: f = ~(a & b);
            4'b0101: f = ~b;
            4'b0110: f = a ^ b;
            4'b0111: f = a & ~b;
            4'b1000: f = ~a | b;
            4'b1001: f = ~(a ^ b);
            4'b1010: f = b;
            4'b1011: f = a & b;
            4'b1100: f = 4'b1111;
            4'b1101: f = a | ~b;
            4'b1110: f = a | b;
            4'b1111: f = a;
            default: f = 4'b0000;
        endcase
        full_calc = f;
        c_out = full_calc[4];
    end
    else
    begin
        case (s)
            4'b0000: full_calc = a + c_in;
            4'b0001: full_calc = (a | b) + c_in;
            4'b0010: full_calc = (a | ~b) + c_in;
            4'b0011: full_calc = c_in - 1;
            4'b0100: full_calc = a + a & ~b + c_in;
            4'b0101: full_calc = (a | b) + a & ~b + c_in;
            4'b0110: full_calc = a - b + c_in - 1;
            4'b0111: full_calc = a & ~b + c_in - 1;
            4'b1000: full_calc = a + a & b + c_in;
            4'b1001: full_calc = a + b + c_in;
            4'b1010: full_calc = (a | ~b) + a & b + c_in;
            4'b1011: full_calc = a & b + c_in - 1;
            4'b1100: full_calc = a + a + c_in;
            4'b1101: full_calc = (a | b) + a + c_in;
            4'b1110: full_calc = (a | ~b) + a + c_in;
            4'b1111: full_calc = a + c_in - 1;
            default: full_calc = 5'b00000;
        endcase
        f = full_calc[3:0];
        c_out = full_calc[4];
    end
    a_eq_b = (a == b) ? 1'b1 : 1'b0;
end
endmodule
module alu_8_bit
(
    input logic [7:0] a, b,
    input logic [3:0] s,
    input logic m, c_in,
    output logic [7:0] f,
    output logic a_eq_b, c_out
);
logic [3:0] f_lowest, f_highest;
logic c_out_lowest, c_out_highest;
alu_74181 alu_lowest
(
    .a(a[3:0]),
    .b(b[3:0]),
    .s(s),
    .m(m),
    .c_in(c_in),
    .f(f_lowest),
    .a_eq_b(),
    .c_out(c_out_lowest)
);
alu_74181 alu_highest
(
    .a(a[7:4]),
    .b(b[7:4]),
    .s(s),
    .m(m),
    .c_in(c_out_lowest),
    .f(f_highest),
    .a_eq_b(),
    .c_out(c_out_highest)
);
assign f = {f_highest, f_lowest};
assign c_out = c_out_highest;
assign a_eq_b = (a == b);
endmodule
module counter #(parameter SIZE = 4)
(
    input logic clk, rst, load, en, up_down,
    input logic [SIZE-1:0] data_in,
    output logic endCountdown,
    output logic [SIZE-1:0] data_out
);
logic [SIZE-1:0] tmp;
always_ff @(posedge clk, posedge rst)
begin
    if (rst)
    begin
        tmp <= 0;
    end
    else if (load)
    begin
        tmp <= data_in;
    end
    else if (en)
    begin
        if (up_down)
        begin
            tmp <= tmp + 1;
        end
        else
            tmp <= tmp - 1;
    end
end
assign data_out = tmp;
assign endCountdown = (tmp == 0);
endmodule
module shift_add_multiplier
(
    input logic clk, rst,
    input logic [7:0] aMultiplying, bMultiplier,
    output logic endMultiplication,
    output logic [15:0] result
);
typedef enum logic [2:0]
{
    IDLE = 3'b000,
    LOAD = 3'b001,
    CHECK = 3'b010,
    SUM = 3'b011,
    SHIFT = 3'b100,
    DONE = 3'b101
} state_t;
state_t currentState, nextState;
logic [1:0] ctrlRegA, ctrlRegB, ctrlRegQ;
logic [7:0] sum, parallelOutRegA, parallelOutRegB, parallelOutRegQ, dataOutCounter;
logic serInReg, loadCounter, enableCounter, endCountdown, cOutALU;
shift_register #(8) registerA
(
    .clk(clk),
    .rst(rst),
    .ser_in(1'b0),
    .ctrl(ctrlRegA),
    .parallel_in(sum),
    .parallel_out(parallelOutRegA),
    .ser_out(serInReg)
);
shift_register #(8) registerB
(
    .clk(clk),
    .rst(rst),
    .ser_in(1'b0),
    .ctrl(ctrlRegB),
    .parallel_in(aMultiplying),
    .parallel_out(parallelOutRegB),
    .ser_out()
);
shift_register #(8) registerQ
(
    .clk(clk),
    .rst(rst),
    .ser_in(serInReg),
    .ctrl(ctrlRegQ),
    .parallel_in(bMultiplier),
    .parallel_out(parallelOutRegQ),
    .ser_out()
);
counter #(8) counterRepeat
(
    .clk(clk),
    .rst(rst),
    .load(loadCounter),
    .en(enableCounter),
    .up_down(1'b0),
    .data_in(8'b00001000),
    .endCountdown(endCountdown),
    .data_out(dataOutCounter)
);
alu_8_bit alu
(
    .a(parallelOutRegA),
    .b(parallelOutRegB),
    .s(4'b1001),
    .m(1'b0),
    .c_in(1'b0),
    .f(sum),
    .a_eq_b(),
    .c_out(cOutALU)
);
always_ff @(posedge clk, posedge rst)
begin
    if (rst)
    begin
        currentState <= IDLE;
    end
    else
        currentState <= nextState;
end
always_comb begin
    ctrlRegA = 2'b00;
    ctrlRegB = 2'b00;
    ctrlRegQ = 2'b00;
    loadCounter = 1'b0;
    enableCounter = 1'b0;
    endMultiplication = 1'b0;
    nextState = currentState;
    case (currentState)
        IDLE:
        begin
            nextState = LOAD;
        end
        LOAD:
        begin
            ctrlRegA = 2'b11;
            ctrlRegB = 2'b11;
            ctrlRegQ = 2'b11;
            loadCounter = 1'b1;
            nextState = CHECK;
        end
        CHECK:
        begin
            enableCounter = 1'b1;
            if (parallelOutRegQ[0])
            begin
                nextState = SUM;
            end
            else
                nextState = SHIFT;
        end
        SUM:
        begin
            ctrlRegA = 2'b11;
            nextState = SHIFT;
        end
        SHIFT:
        begin
            ctrlRegA = 2'b01;
            ctrlRegQ = 2'b01;
            if (endCountdown)
            begin
                nextState = DONE;
            end
            else
                nextState = CHECK;
        end
        DONE:
        begin
            endMultiplication = 1'b1;
            nextState = DONE;
        end
    endcase
end
assign result = {parallelOutRegA, parallelOutRegQ};
endmodule
module shift_register #(parameter PARALLEL_IN = 8)
(
    input logic clk, rst, ser_in,
    input logic [1:0] ctrl,
    input logic [PARALLEL_IN-1:0] parallel_in,
    output logic [PARALLEL_IN-1:0] parallel_out,
    output logic ser_out
);
logic [PARALLEL_IN-1:0] tmp;
always_ff @(posedge clk, posedge rst)
begin
    if (rst)
    begin
        tmp <= 0;
    end
    else
    begin
        case (ctrl)
            2'b00: tmp <= tmp;
            2'b01: tmp <= {ser_in, tmp[PARALLEL_IN-1:1]};
            2'b10: tmp <= {tmp[PARALLEL_IN-2:0], ser_in};
            2'b11: tmp <= parallel_in;
            default: tmp <= tmp;
        endcase
    end
end
assign parallel_out = tmp;
always_comb
begin
    case (ctrl)
        2'b01: ser_out = tmp[0];
        2'b10: ser_out = tmp[PARALLEL_IN-1];
        default: ser_out = 0;
    endcase
end
endmodule
```
**flow/run.sh**
```bash
#!/bin/bash
# OpenROAD 26Q1-2900-gdf79404cd8, Yosys 0.63+post, stock flow scripts
make -C /OpenROAD-flow-scripts/flow DESIGN_CONFIG=/design/flow/config.mk WORK_HOME=/design/flow/orfs finish
```
==> impl_metrics.yaml <==
# yosys + openroad results
clocking:
  clockBufferDepth: 2
  cts_hold_buf: 0
  clock_sinks: 38
  cts_buffers: 5
  h-tree-depth: 2
  clockRootBuffer: "clkbuf_8"
  clock_latency_ps: 290
  cts_tree: "built"
  clkTransAtPathRegs_ps: 70
floorplanning:
  core_sq_mm: 0.00369
  row_count: 22
  die_w_um: 64.1
  die_y_um: 64.1
  ios: 35
  dieArea_sq_mm: 0.00411
  fp_util_pct: 52.3
critical_path:
  r2r-end: "registerA.tmp[6]"
  critPathBufInv: 3
  crit_family: "adder cells"
  worst_setup_path_start_kind: "flip-flop"
  cpMaxStageDelayCell: "dfrtp_1"
  path_max_fanout: 3
  cp.depth: 12
  rrSetupSlack_ps: 180
  critical_path_arrival_ps: 2490
  timing.rr.start: "registerA.tmp[0]"
  crit_type: "reg -> reg"
  crit_path_cell_trace: "ha_1, inv_1, fa_2, inv_1, a21o_1, a21oi_2, fa_2, inv_1, fa_1, xor2_1, nor2_1, a21oi_1"
  cp_slowest_stage_delay_ps: 400
  cp_data_required_time_ps: 2670
  crit_top_cell: "inv_1"
  r2r_cells: 12
  cp-end-kind: "flip-flop"
yosys:
  ys_area_sq_mm: 0.00193
  yosysSeqAreaShare_pct: 49.4
  edf_count: 0
  syn-instance-count: 171
  ys.flop_type: "dfrtp_1"
  synth.distinct_cells: 32
  synthArstFlopShare_pct: 100
  synth_area_sq_mm: 0.00193
  postSynthAreaPerCell_sq_um: 11.3
  ys.warnings.count: 4
  yosys_cells: 171
  synth.ff_latch_count: 38
final_timing:
  finalHoldViolations: 0
  rsz0062_at_grt: "false"
  setup_viol: 0
  fin_crit_sh_pct: 92.8
  fmax_mhz: 431
  worst_slew_pin_slew_ps: 769
  setup-tns-final_ps: 0
  hold_slack_ps: 392
  slew_violations: 0
  slew_headroom_pct: 48.7
  skew_ps: 4.59
  fin_crit_ps: 2320
routing:
  drcViolationCount: 0
  drtAntennaViolNets: 0
  num_antenna_cells: 0
  vias: 1271
  wl_per_cell_um: 12.6
  first_iter_violations: 62
  wirelength_um: 3240
  drtPass1Iterations: 4
  viasPerCell: 4.95
min_path:
  holdPathStages: 0
  hp-start: "currentState[0]"
  hp-class: "reg -> reg"
  hold-path-endpoint: "currentState[3]"
power:
  internal-power_mw: 1.61
  seqPwrFrac_pct: 41.8
  p_per_area_mw_per_mm2: 1010
  clkPwrFrac_pct: 17.8
  power_switching_uw: 808
  peakVddDrop_mv: 0.629
  power_switching_share_pct: 33.5
  power.total_mw: 2.41
  combPwrFrac_pct: 40.4
  leakagePower_nw: 1.12
flow_run:
  warnings: 27
  maxCapViolCount: 0
grt:
  grt_max_degree: 39
  overflow: 0
  antenna_found_initial: 0
  grt_usage_pct: 18.3
  grt_pass1_vias: 1272
  grt_pass1_wl_um: 5700
status:
  status: "finished clean"
final_layout:
  layout-drive-gt1-share_pct: 13.4
  areaGrowthSynthToFinish_pct: 24.4
  lay_top_cells: "dfrtp_1, clkdlybuf4s50_1, nand2_1"
  layout_top_cell: "dfrtp_1"
placement:
  gp_congestion: 0.793
  numPortBuffers: 34
  hpwl_um: 2180
-- logic make-up after synthesis --
| family | count (synthesis) | synth area share, % |
|---|---|---|
| mux | 23 | 12.4 |
| buf+inv | 20 | 5.38 |
| simple gates | 41 | 11.8 |
| compound gates | 27 | 8.04 |
| fa+ha+maj | 11 | 8.30 |
| flops | 38 | 49.4 |
| other cells | 1 | 0.194 |
| xor+xnor | 10 | 4.54 |
-- Yosys cell counts (all sizes together) (4+ instances only) --
cell type | number | area [sq um]
dfrtp | 37 | 926
nand2 | 18 | 67.6
mux2i | 16 | 160
nor2 | 14 | 68.8
inv | 12 | 45.0
o21ai | 11 | 55.1
a21oi | 8 | 40.0
ha | 8 | 100
mux2 | 7 | 78.8
buf | 6 | 51.3
xor2 | 6 | 52.6
a21o | 4 | 31.3
xnor2 | 4 | 35.0
-- registers in the layout, indices dropped and copies added, names as in the netlist --
| name | cells |
|---|---|
| registerA.tmp | 8 |
| currentState | 6 |
| registerB.tmp | 8 |
| counterRepeat.tmp | 8 |
| registerQ.tmp | 8 |
-- through the flow --
| step | instances | setup slack [ps] | utilization, % | instance area, sq um |
|---|---|---|---|---|
| after floorplan | 171 | 265 | - | 1930 |
| after detailed placement | 248 | 88.7 | 62.2 | 2290 |
| final | 257 | 180 | 65.1 | 2400 |
| after global routing | 257 | 16.0 | 65.1 | 2400 |
| after global placement | 248 | 161 | 62.2 | 2290 |
| after CTS | 256 | 52.9 | 64.7 | 2380 |
-- worst max path at each step --
stage	endpoint	from	slack (ps)
global route	registerA.tmp[6]	registerA.tmp[0]	20
finish	registerA.tmp[6]	registerA.tmp[0]	180
CTS	registerA.tmp[5]	registerA.tmp[0]	50
-- worst register-to-register path, stage by stage, from the launching register on --
cell     delay [ps]
dfrtp_1         400
ha_1            220
inv_1            70
fa_2            210
inv_1            40
a21o_1          160
a21oi_2         150
fa_2            210
inv_1            50
fa_1            370
xor2_1          170
nor2_1          100
a21oi_1          50
-- routing by layer --
metal  track usage, %  share of wire, %  wire, um  vias to the layer above
met4             2.50               1.8        59                        0
met2             27.0                43      1410                       26
met5                0                 0         0                        -
li1                 -                 -         -                      640
met1             30.4                51      1640                      597
met3             3.80               3.9       127                        8
-- layout make-up --
type                            count  area [sq um]
Sequential cell                    38           952
Clock buffer                        7          86.3
Inverter                           12          45.0
Timing Repair Buffer               38           370
Clock inverter                      1          5.00
Multi-Input combinational cell    113           882
Tap cell                           48          60.1
Fill cell                         292          1290
-- timing repair --
action                                  CTS  global route
resized                                   0             3
endpoints found under the setup margin    0             3
buffers inserted                          0             1
endpoints found under the hold margin     0             0
-- power groups by stage --
stage | Clock [mW] | Sequential [mW] | Combinational, mW
4_1_cts | 0.445 | 1.01 | 0.961
5_1_grt | 0.466 | 1.04 | 1.11
6_report | 0.431 | 1.01 | 0.975
Power is estimated from default activity; no workload was simulated.
