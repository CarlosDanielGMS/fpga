--- flow/config.mk ---
export PLATFORM = sky130hd
export DESIGN_NAME = dot_product
export DESIGN_NICKNAME = dot_product
export VERILOG_FILES = /design/flow/design.v
export SDC_FILE = /design/flow/constraint.sdc
export NUM_CORES = 4
export LEC_CHECK = 1
export CORE_UTILIZATION = 50
--- flow/constraint.sdc ---
current_design dot_product

set clk_period 1.0
set clk_io_pct 0.2

create_clock -name clk0 -period $clk_period [get_ports {clock}]

set non_clock_inputs [all_inputs -no_clocks]
set_input_delay [expr $clk_period * $clk_io_pct] -clock clk0 $non_clock_inputs
set_output_delay [expr $clk_period * $clk_io_pct] -clock clk0 [all_outputs]
--- flow/design.v ---
module dot_product
(
    input logic clock, reset, start,
    input logic [31:0] a0, a1, a2, a3, a4, a5, a6, a7,
    input logic [31:0] b0, b1, b2, b3, b4, b5, b6, b7,
    output logic done,
    output logic [63:0] result
);
always_ff @(posedge clock, posedge reset)
begin
    if (reset)
    begin
        result <= 0;
        done <= 0;
    end
    else if (start)
    begin
        result <= a0 * b0 + a1 * b1 + a2 * b2 + a3 * b3 + a4 * b4 + a5 * b5 + a6 * b6 + a7 * b7;
        done <= 1;
    end
    else
    begin
        done <= 0;
    end
end
endmodule
--- flow/run.sh ---
#!/bin/bash
# OpenROAD 26Q1-2900-gdf79404cd8, Yosys 0.63+post, stock flow scripts
make -C /OpenROAD-flow-scripts/flow DESIGN_CONFIG=/design/flow/config.mk WORK_HOME=/design/flow/orfs finish
==> impl_metrics.env <==
# physical design summary
export IMPL_status="finished with violations"
export IMPL_violations="setup timing"
export IMPL_synth_async_reset_ratio_pct=100
export IMPL_worstPathRequired_ns=1.39
export IMPL_endpoint_kind="flip-flop"
export IMPL_tightest_slew_ns=0.576
export IMPL_grt_start_max_net_pins=32
export IMPL_synth_edff_count=0
export IMPL_drc=0
export IMPL_crit_top_cell="fa_1"
export IMPL_coreArea_mm2=0.532
export IMPL_syn_inst=28800
export IMPL_critPathSlowestCell="fa_2"
export IMPL_worst_slack_ns=-9.42
export IMPL_placed_area_mm2=0.309
export IMPL_cpLargestDelayFamily="adder cells"
export IMPL_drive_gt1_share_pct=13.6
export IMPL_die_w_um=733
export IMPL_die_area_mm2=0.537
export IMPL_vias=194000
export IMPL_ctsHoldBuffers=0
export IMPL_syn_area_per_cell_um2=9.26
export IMPL_fin_area_mm2=0.318
export IMPL_warnings=42
export IMPL_pre_cts_slack_ns=-10.43
export IMPL_cts_root_buf="clkbuf_16"
export IMPL_yosys_warnings=1
export IMPL_critPathMaxStageDelay_ns=0.65
export IMPL_grt_overflow_total=0
export IMPL_hold_violations=0
export IMPL_rsz0062_at_grt="yes"
export IMPL_die_height_um=733
export IMPL_grt_pass1_vias=218000
export IMPL_syn_to_final_growth_pct=19.2
export IMPL_worst_path_buf_inv=13
export IMPL_via_per_inst=5.08
export IMPL_synth_main_ff_cell="dfrtp_1"
export IMPL_final_layout_top_logic_cells="inv_1, fa_1, nand2_1"
export IMPL_portBuffers=579
export IMPL_drt_iter0_markers=8848
export IMPL_ant_nets=0
export IMPL_ys_cells=28800
export IMPL_layout_cells_most_common="inv_1"
export IMPL_max_freq_mhz=95.9
export IMPL_crit_path_max_fanout=14
export IMPL_maxCapViolCount=0
export IMPL_syn_area_mm2=0.267
export IMPL_finalMaxSlewViolations=0
export IMPL_gp_congestion=1.11
export IMPL_cts_sinks=65
export IMPL_routedWlPerCell_um=27.9
export IMPL_ys_seq_elements=65
export IMPL_antenna_found_initial=49
export IMPL_cts_tree="done"
export IMPL_clk_latency_ns=0.44
export IMPL_grt_pass1_wl_um=1530000
export IMPL_slew_headroom_pct=61.5
export IMPL_cp_start_kind="primary input"
export IMPL_numCtsBuffers=9
export IMPL_synth_cell_types=69
export IMPL_setup_violations=129
export IMPL_dr_pass1_iters=6
export IMPL_hold_path_class="in2async"
export IMPL_fin_crit_ns=10.42
export IMPL_clock_skew_final_ns=0
export IMPL_fin_util_pct=59.8
export IMPL_reg2regPathDepth=2
export IMPL_grt_usage_pct=44.6
export IMPL_rows=268
export IMPL_cts_buffer_depth=2
export IMPL_yosys_area_mm2=0.267
export IMPL_crit_arrival_ns=10.81
export IMPL_fp_utilization_pct=50.2
export IMPL_drt_total_wl_um=1070000
export IMPL_hpwl_um=945000
export IMPL_yosysSeqAreaShare_pct=0.609
export IMPL_crit_type="in2reg"
export IMPL_whs_ns=0.105
export IMPL_ios=580
export IMPL_htree_num_levels=3
export IMPL_finalCritPeriodShare_pct=1040
export IMPL_path_clk_slew_ns=0.08
export IMPL_path_depth=37
-- stage by stage --
stage	setup TNS [ns]	std cells
after floorplan	-475.43	28800
after global routing	-597.77	38200
after CTS	-584.85	38000
after detailed placement	-606.78	37800
final	-580.90	38200
after global placement	-609.46	37800
-- state kept, by name, indices dropped and copies added (netlist names) --
name,flops
done,1
result,64
-- tightest hold or removal path, stage by stage --
cell             delay, ns
clkdlybuf4s50_1       0.44
clkinvlp_4            0.09
buf_12                0.14
-- final cells by class --
type                            instances  area, µm²
Antenna cell                           34       85.1
Clock buffer                            9        225
Clock inverter                          7       95.1
Fill cell                           45000     214000
Inverter                             8508      32000
Multi-Input combinational cell      18700     230000
Sequential cell                        65       1640
Tap cell                             7020       8780
Timing Repair Buffer                 3901      45100
-- worst paths after layout --
kind / start / to / slack (ns)
min in group clk0: start / done$_DFF_PP0_ / 0.39
worst min register to register: result[17]$_DFFE_PP0P_ / result[17]$_DFFE_PP0P_ / 0.51
worst max-delay path: a6[22] / result[60]$_DFFE_PP0P_ / -9.42
worst min-delay path: reset / result[41]$_DFFE_PP0P_ / 0.10
max in group asynchronous: reset / result[7]$_DFFE_PP0P_ / 0.44
worst max register to register: result[0]$_DFFE_PP0P_ / result[0]$_DFFE_PP0P_ / -0.09
-- Yosys cell counts (all sizes together) (3+ instances only) --
master / instances / area share, %
a221oi: 5 / 0.016
nor2: 51 / 0.072
buf: 21 / 0.033
nand4: 14 / 0.033
and3: 9 / 0.023
and4: 4 / 0.014
o21ai: 29 / 0.054
a21oi: 70 / 0.13
o2111ai: 6 / 0.026
mux2i: 4 / 0.015
a31oi: 4 / 0.012
nor3: 10 / 0.021
and2: 3282 / 7.7
or2: 3 / 0.0070
a21o: 42 / 0.12
dfrtp: 65 / 0.61
o21a: 11 / 0.031
clkbuf: 1540 / 2.2
nand3: 17 / 0.032
or3: 4 / 0.0094
xnor2: 67 / 0.22
nor4: 3 / 0.0070
ha: 1917 / 9.0
mux2: 45 / 0.19
o2bb2ai: 3 / 0.0098
o211ai: 7 / 0.022
a211oi: 8 / 0.024
xor2: 22 / 0.072
or4: 4 / 0.011
a31o: 3 / 0.0098
nor2b: 7 / 0.016
fa: 8032 / 60
o31ai: 5 / 0.014
nand2b: 6 / 0.014
o21bai: 8 / 0.022
nand2: 4968 / 7.0
inv: 8508 / 12
-- routing by layer --
metal  vias to the layer above  part of all wire [%]  GRT usage, %  wire length [µm]
met5                         -                  0.21          2.81              2280
met4                        70                    11          31.4            114000
met3                      2090                    14          24.1            148000
met2                      8429                    44          62.4            468000
met1                    100000                    31          54.3            333000
li1                      83700                     -             -                 -
-- cells by family after synthesis --
group,synth area share [%]
and+or+nand+nor,14.9
buffers and inverters,14.2
DFF,0.609
xor gates and xnor gates,0.300
AOI/OAI and AO/OA,0.575
muxes,0.205
adders and majority gates,69.2
-- timing repair --
action                                  in CTS  in global routing
hold endpoints to repair                     0                  0
gates cloned                                33                 40
endpoints found under the setup margin     129                129
gates resized                              853                548
pin swaps                                  306                315
setup buffers                              166                144
